### flow/config.mk
export PLATFORM = sky130hd
export DESIGN_NAME = FIFO
export DESIGN_NICKNAME = FIFO
export VERILOG_FILES = /design/flow/design.v
export SDC_FILE = /design/flow/constraint.sdc
export NUM_CORES = 4
export LEC_CHECK = 1
export CORE_UTILIZATION = 40
### flow/constraint.sdc
current_design FIFO

set clk_period 2.0
set clk_io_pct 0.2

create_clock -name clk0 -period $clk_period [get_ports {clk}]

set non_clock_inputs [all_inputs -no_clocks]
set_input_delay [expr $clk_period * $clk_io_pct] -clock clk0 $non_clock_inputs
set_output_delay [expr $clk_period * $clk_io_pct] -clock clk0 [all_outputs]
### flow/design.v
module FIFO
   (
    input clk,
    input rst_n,
    input wr_en_i,
    input[7:0] data_i,
    output full_o,
    input rd_en_i,
    output reg [7:0] data_o,
    output empty_o
    );
  parameter DEPTH = 8;
  reg [7:0] mem [0 : DEPTH - 1];
  reg [2:0] wr_ptr;
  reg [2:0] rd_ptr;
  reg [3:0] count;
  assign full_o = (count == DEPTH) ? 1 : 0;
  assign empty_o = (count == 0) ? 1 : 0;
  always @(posedge clk or negedge rst_n) begin
       if(!rst_n)
       begin
          wr_ptr <= 3'd0;
          end
       else 
          begin
        if (wr_en_i == 1) 
        begin
           mem[wr_ptr] <= data_i;
           wr_ptr <= wr_ptr + 1;
           end
         end
       end
     always @(posedge clk or negedge rst_n) begin
       if(!rst_n)
       begin
          rd_ptr <= 3'd0;
          end
       else 
          begin
        if (rd_en_i == 1) 
        begin
           data_o = mem [rd_ptr];
           rd_ptr <= rd_ptr + 1;
           end
         end
       end
   always @(posedge clk or negedge rst_n) begin
     if (!rst_n)
       begin
     count <= 4'd0;
        end
     else
       begin
     case ({wr_en_i, rd_en_i})
         2'b10: count <= count + 1;
         2'b01: count <= count - 1;
         2'b11: count <= count;
         2'b00: count <= count;
         default: count <= count;
     endcase
       end
    end
endmodule
### flow/run.sh
#!/bin/bash
# OpenROAD 26Q1-2900-gdf79404cd8, Yosys 0.63+post, stock flow scripts
make -C /OpenROAD-flow-scripts/flow DESIGN_CONFIG=/design/flow/config.mk WORK_HOME=/design/flow/orfs finish
==> job_summary.md <==
## PnR job results

| Metric | Value |
|---|---|
| H-tree levels | `3` |
| Total number of vias | `1,944` |
| Root buffer selected by CTS | `sky130_fd_sc_hd__clkbuf_8` |
| Antenna violations before repair | `0` |
| Clk network pwr share | `21.2%` |
| Highest Clock Rate | `0.522 GHz` |
| Number of warning messages in the logs | `36` |
| Unique cell types | `36` |
| Vertical extent of the die | `93.7 um` |
| Accumulated negative setup slack | `0 ns` |
| Required time worst endpoint | `1.60 ns` |
| Leakage | `1.53 nW` |
| Largest net degree at the start of global routing | `16` |
| Final Max Tran Viols | `0` |
| Number of buffers on the longest clock path | `2` |
| Top Ports | `22` |
| Yosys cell count | `209` |
| Share of final-layout standard cells stronger than drive strength 1 | `24.9%` |
| Worst Setup Start Kind | `register` |
| Area of combinational cells with multiple inputs | `916 um2` |
| Placement-stage cell area | `3880 um2` |
| Wire length on met3 | `619 um` |
| Crit path buf inv count | `1` |
| Sink Count | `82` |
| Final setup skew | `0.00833 ns` |
| Wire length of the first global-routing pass | `10,000 um` |
| TritonCTS clock tree | `built` |
| Area enclosed by the die boundary | `8770 um2` |
| Syn-to-layout area delta | `24.1%` |
| Clock-pin transition on the worst setup and hold timing paths | `0.08 ns` |
| Power share of the combinational group | `36.0%` |
| Maximum single-stage delay on the critical path | `0.49 ns` |
| Core outline area | `8180 um2` |
| Violation tally from detailed-route iteration zero | `63` |
| Result of the run | `finished, final reports clean` |
| Starting density of the core | `41.1%` |
| P_sw | `0.00170 W` |
| Final design area excluding fillers | `4170 um2` |
| Net switching fraction of the power | `31.0%` |
| Total instance count after detailed placement | `356` |
| Unrepaired setup endpoints after global routing | `true` |
| Count of mapped cells out of synthesis | `209` |
| Worst ir drop on vdd | `0.000474 V` |
| Drt drc | `0` |
| Fin worst setup slack | `0.0832 ns` |
| Chip area estimate from yosys synthesis | `3360 um2` |
| Number of endpoints with negative hold slack in the final report | `0` |
| Endpoint kind of the worst setup timing path | `output port` |
| Post-synthesis instance area | `3360 um2` |
| Antenna diode instance count | `0` |
| Vias in the first global route | `1,980` |
| Standard-cell rows | `33` |
| Cell family with most CP delay | `buffers and inverters` |
| Clk Latency, worst-skew pair | `0.35 ns` |
| Design internal power | `0.00380 W` |
| Cell Pwr Density | `1320 nW/um2` |
| Final global-route overflow total | `0` |
| HPWL Detailed | `4110 um` |
| Vias per inst | `5.14` |
| Storage element area | `2410 um2` |
| Slowest-stage cell, CP | `sky130_fd_sc_hd__clkdlybuf4s50_1` |
| Flops after synth | `82` |
| Worst Tran Pin Value | `0.518 ns` |
| Data arrival time at the worst-slack endpoint | `1.52 ns` |
| Part of the Yosys area used for sequential elements | `71.8%` |
| MaxCap Viol Count | `0` |
| Category of the critical setup timing path | `register to output port` |
| Number of fill cells | `687` |
| Detailed route wirelength on metal2 | `3040 um` |
| Quantity of I/O buffers inserted on ports | `21` |
| Non-filler cells, final | `378` |
| Worst path cell trace | `nor4_2 > clkdlybuf4s50_1` |
| Number of warnings reported in the yosys synthesis log | `2` |
| Worst hold-check path type | `input pin to async pin` |
| Total global-route track usage | `16.9%` |
| Routability cong. | `0.781` |
| Average cell area after synthesis | `16.1 um2` |
| Final Cycle Share | `95.8%` |
| Horizontal die size | `93.7 um` |
| 1st-pass router iterations | `4` |
| Placement Setup Slack | `-0.144 ns` |
| Minimum clock period after layout | `1.92 ns` |
| Detailed-route wire length | `6310 um` |
| Routed wire per std cell | `16.7 um` |
| Wire length on met1 | `2520 um` |
| Largest driver fanout on the critical path | `4` |
| Number of clock buffers inserted by TritonCTS | `9` |
| Max_slew headroom | `65.5%` |
| Final setup viols | `0` |
| Sequential Power Share | `42.8%` |
| Number of nets still failing antenna checks after routing | `0` |
| Uppermost metal layer occupied by signal nets | `met4` |
==> registers in the layout (all words and copies together) (netlist names) <==
signal and count:
data_o 8, rd_ptr 3, mem 64, wr_ptr 3, count 4
==> power groups by stage <==
stage / clock network (W) / registers, W / logic, W
after CTS: 0.00120 / 0.00237 / 0.00185
after global routing: 0.00127 / 0.00238 / 0.00220
final: 0.00117 / 0.00235 / 0.00198
==> final timing paths <==
check | start | endpoint | slack, ns | cells past startpoint
max | count[2] | empty_o | 0.08 | 2
min | rst_n | wr_ptr[2] | 0.32 | 1
max reg2reg | rd_ptr[0] | data_o[4] | 0.11 | 7
min reg2reg | wr_ptr[0] | wr_ptr[0] | 0.54 | 1
max in group asynchronous | rst_n | count[2] | 1.24 | 2
min in group clk0 | wr_ptr[0] | wr_ptr[0] | 0.54 | 1
==> layout make-up <==
type,instances,area share [%]
inverters,7,0.630
multi-input cells,112,22.0
clock inverters,6,1.59
repair buffers,56,11.7
flip-flops and latches,82,57.9
well taps,105,3.15
clock buffers,10,3.06
==> per-stage QoR <==
| step | utilization [%] | hold WS, ns | power [W] |
|---|---|---|---|
| after floorplan | - | 0.104 | 0.00353 |
| after global placement | 47.4 | 0.484 | 0.00420 |
| after detailed placement | 47.4 | 0.478 | 0.00421 |
| after CTS | 50.1 | 0.318 | 0.00541 |
| after global routing | 51.0 | 0.340 | 0.00585 |
| final | 51.0 | 0.325 | 0.00550 |
==> kinds of logic (layout without fill, tap and decap cells) <==
family | Yosys count | in the layout | share of synthesized area [%]
buf+inv | 15 | 79 | 2.38
simple gates | 45 | 45 | 6.78
compound gates | 35 | 35 | 8.15
fa+ha+maj | 15 | 15 | 5.58
mux | 10 | 10 | 3.50
xor+xnor | 7 | 7 | 1.82
flops | 82 | 82 | 71.8
==> placed cells by master, fill, tap and decap left out, types with 3 or more instances in the layout <==
| cell type | n |
|---|---|
| sky130_fd_sc_hd__a221oi_1 | 5 |
| sky130_fd_sc_hd__a222oi_1 | 7 |
| sky130_fd_sc_hd__a22o_1 | 4 |
| sky130_fd_sc_hd__a31oi_1 | 5 |
| sky130_fd_sc_hd__a41oi_1 | 4 |
| sky130_fd_sc_hd__buf_4 | 34 |
| sky130_fd_sc_hd__clkbuf_8 | 9 |
| sky130_fd_sc_hd__clkdlybuf4s50_1 | 20 |
| sky130_fd_sc_hd__dfrtp_1 | 8 |
| sky130_fd_sc_hd__edfxtp_1 | 72 |
| sky130_fd_sc_hd__ha_1 | 11 |
| sky130_fd_sc_hd__inv_1 | 7 |
| sky130_fd_sc_hd__mux2_2 | 6 |
| sky130_fd_sc_hd__nand2_1 | 15 |
| sky130_fd_sc_hd__nor2_1 | 15 |
| sky130_fd_sc_hd__nor2b_1 | 3 |
| sky130_fd_sc_hd__o21ai_0 | 3 |
| sky130_fd_sc_hd__xor2_1 | 6 |
==> worst reg2reg max path, cell delays in order (launching register included) <==
cell,delay (ns)
sky130_fd_sc_hd__dfrtp_1,0.42
sky130_fd_sc_hd__ha_2,0.24
sky130_fd_sc_hd__ha_4,0.19
sky130_fd_sc_hd__nor4_4,0.31
sky130_fd_sc_hd__nand2b_4,0.12
sky130_fd_sc_hd__buf_4,0.17
sky130_fd_sc_hd__nor2_1,0.10
sky130_fd_sc_hd__a31oi_1,0.06
==> cells in the mapped netlist <==
cell	n	share of area, %
sky130_fd_sc_hd__edfxtp_1	72	64
sky130_fd_sc_hd__ha_1	15	5.6
sky130_fd_sc_hd__nand2_1	15	1.7
sky130_fd_sc_hd__nor2_1	15	1.7
sky130_fd_sc_hd__dfrtp_1	10	7.4
sky130_fd_sc_hd__a222oi_1	7	2.1
sky130_fd_sc_hd__inv_1	7	0.78
sky130_fd_sc_hd__mux2_2	6	2.0
sky130_fd_sc_hd__xor2_1	6	1.6
sky130_fd_sc_hd__a221oi_1	5	1.3
sky130_fd_sc_hd__a31oi_1	5	0.93
sky130_fd_sc_hd__a22o_1	4	1.0
sky130_fd_sc_hd__a41oi_1	4	1.0
sky130_fd_sc_hd__buf_2	4	0.60
sky130_fd_sc_hd__nor2b_1	3	0.56
sky130_fd_sc_hd__o21ai_0	3	0.45
sky130_fd_sc_hd__a21oi_1	2	0.30
sky130_fd_sc_hd__a22oi_1	2	0.45
sky130_fd_sc_hd__and3_1	2	0.37
sky130_fd_sc_hd__buf_6	2	0.67
sky130_fd_sc_hd__mux2_4	2	0.89
sky130_fd_sc_hd__mux2i_1	2	0.60
sky130_fd_sc_hd__nand3_1	2	0.30
sky130_fd_sc_hd__o21ai_1	2	0.30
sky130_fd_sc_hd__and2_1	1	0.19
sky130_fd_sc_hd__and2_4	1	0.26
sky130_fd_sc_hd__and2b_1	1	0.22
sky130_fd_sc_hd__buf_4	1	0.22
sky130_fd_sc_hd__clkbuf_1	1	0.11
sky130_fd_sc_hd__nand2b_2	1	0.26
sky130_fd_sc_hd__nor4_1	1	0.19
sky130_fd_sc_hd__nor4_4	1	0.63
sky130_fd_sc_hd__nor4b_1	1	0.26
sky130_fd_sc_hd__o32ai_1	1	0.26
sky130_fd_sc_hd__or3_1	1	0.19
sky130_fd_sc_hd__xnor2_1	1	0.26
==> layer usage <==
layer  up-vias  global-route usage, %
met5         -                      0
li1        933                      -
met2        74                   25.0
met3        10                   9.05
met4         0                   2.82
met1       927                   24.1
==> timing repair <==
item | in CTS | in global routing
hold endpoints to repair | 0 | 0
buffers inserted | 0 | 6
pin swaps | 0 | 2
gates resized | 6 | 6
hold buffers | 0 | 0
endpoints found under the setup margin | 9 | 10
No activity file was given, so power comes from the tool's default toggle rates.
